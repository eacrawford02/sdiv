===== flow/run.sh =====
#!/bin/bash
# OpenROAD 26Q1-2900-gdf79404cd8, Yosys 0.63+post, stock flow scripts
make -C /OpenROAD-flow-scripts/flow DESIGN_CONFIG=/design/flow/config.mk WORK_HOME=/design/flow/orfs finish

===== flow/config.mk =====
export PLATFORM = sky130hd
export DESIGN_NAME = sdiv
export DESIGN_NICKNAME = sdiv
export VERILOG_FILES = /design/flow/design.v
export SDC_FILE = /design/flow/constraint.sdc
export NUM_CORES = 4
export LEC_CHECK = 1
export CORE_UTILIZATION = 50

===== flow/constraint.sdc =====
current_design sdiv

set clk_period 22.0
set clk_io_pct 0.2

create_clock -name clk0 -period $clk_period [get_ports {clk}]

set non_clock_inputs [all_inputs -no_clocks]
set_input_delay [expr $clk_period * $clk_io_pct] -clock clk0 $non_clock_inputs
set_output_delay [expr $clk_period * $clk_io_pct] -clock clk0 [all_outputs]

===== flow/design.v =====
`timescale 1ns / 1ps
module sdiv #(
  parameter M = 32,          
  parameter N = 32           
) (
  input                clk,
  input                en,   
  input        [M-1:0] n,    
  input        [N-1:0] d,    
  output               vld,  
  output logic [M-1:0] q,    
  output logic [N-1:0] r     
);
  if (N > M)  
    $warning("Numerator bit width (parameter M, %0d bits) ", M,
	     "must be grater than or equal to denominator bit width ",
	     "(parameter N, %0d bits)", N);
  logic [M-1:0] n_u;  
  logic [N-1:0] d_u;  
  logic [M:0] vld_dly, out_sign;  
  logic [N:0] fa_out [M-1:0];  
  logic [M+N-2:0] regs [M:0];  
  assign vld = vld_dly[M];
  always_comb begin
    n_u = n[M-1] ? ~n + 1 : n;
    d_u = d[N-1] ? ~d + 1 : d;
    q = out_sign[M-1] ? ~regs[M][M+N-2:N-1] + 1 : regs[M][M+N-2:N-1];
  end
  always_ff @ (posedge clk) begin
    vld_dly <= {vld_dly[M-1:0], en};
    out_sign <= {out_sign[M-1:0], n[M-1] ^ d[N-1]};
    regs[0] <= {{31{1'b0}}, n_u};
    r <= fa_out[M-1][N-1:0];
  end
  genvar i, j;
  generate
    for (i = 1; i <= M; i++) begin : gen_stage_regs
      always_ff @ (posedge clk) begin
	if (i >= 2)
	  regs[i][M+N-2:M+N-i] <= regs[i-1][M+N-2:M+N-i];
	regs[i][M+N-1-i] <= fa_out[i-1][N];
	regs[i][M+N-2-i:M-i] <= fa_out[i-1][N-1:0];
	if (i < M)
	  regs[i][M-1-i:0] <= regs[i-1][M-1-i:0];
      end
    end
  endgenerate
  generate
    for (j = 0; j < M; j++) begin : gen_stage_logic
      rca_sel #(
	.WIDTH(N)
      ) stage_j(
	.a(regs[j][M+N-2-j:M-1-j]),
	.b(d_u),
	.cout(fa_out[j][N]),
	.r(fa_out[j][N-1:0])
      );
    end
  endgenerate
endmodule
module rca_sel #(
  parameter WIDTH = 32
) (
  input  [WIDTH-1:0] a,
  input  [WIDTH-1:0] b,
  output             cout,
  output [WIDTH-1:0] r
);
  logic [WIDTH-1:0] si;  
  logic [WIDTH:0] ci;  
  assign ci[0] = 1'b1;  
  always_comb begin
    for (int i = 0; i < WIDTH; i++) begin
      si[i] = a[i] ^ ~b[i] ^ ci[i];
      ci[i+1] = (a[i] & ~b[i]) | (ci[i] & (a[i] ^ ~b[i]));
    end
  end
  assign r = ci[WIDTH] ? si : a;
  assign cout = ci[WIDTH];
endmodule

==> flow_metrics.env <==
# yosys + openroad results
export IMPL_hold_buffers=0
export IMPL_syn_cell_area_mm2=0.0769
export IMPL_postRouteWirelength_um=147000
export IMPL_layoutNonFillerInstCount=8942
export IMPL_cts_tree="done"
export IMPL_cp_slowest_cell="clkdlybuf4s50_1"
export IMPL_ir_drop_uv=78.6
export IMPL_ys_flop_type="dfxtp_1"
export IMPL_placed_cell_area_mm2=0.0812
export IMPL_lay_top_cells="dfxtp_1 (2114), nand2_1 (2069), fa_1 (930), inv_1 (317), clkbuf_16 (207)"
export IMPL_ys_seq_share_pct=55.1
export IMPL_pin_count=131
export IMPL_syn_inst=6494
export IMPL_clkPwrFrac_pct=33.0
export IMPL_drv_cap=0
export IMPL_ys_area_mm2=0.0769
export IMPL_tool_warnings=26
export IMPL_ys_async_sr_fraction_pct=0
export IMPL_grtUsageTotal_pct=21.8
export IMPL_fp_util_pct=50.5
export IMPL_vias=41400
export IMPL_drt_first_pass_iters=5
export IMPL_drive_gt1_share_pct=8.94
export IMPL_place_congestion=0.905
export IMPL_grt_overflow_total=0
export IMPL_ys_types=37
export IMPL_max_stage_delay_ps=540
export IMPL_dieArea_mm2=0.155
export IMPL_ctsHtreeMaxLevel=4
export IMPL_cp_start_kind="primary input"
export IMPL_clock_sinks=2114
export IMPL_drt_iter0_drc=1818
export IMPL_dp_final_hpwl_um=104000
export IMPL_place_ws_ps=1580
export IMPL_edf_count=0
export IMPL_area_growth_pct=14.8
export IMPL_swShare_pct=29.2
export IMPL_hold_class="reg2reg"
export IMPL_intPower_mw=7.66
export IMPL_finalHoldViolations=0
export IMPL_cts_resized=0
export IMPL_setup_violations=0
export IMPL_slew_violations=0
export IMPL_path_clk_slew_ps=60
export IMPL_worst_slew_pin_slew_ps=801
export IMPL_cp_required_ps=22680
export IMPL_placed_cells=8566
export IMPL_avgViaCountPerCell=4.63
export IMPL_max_freq_ghz=0.0511
export IMPL_period_needed_ps=19550
export IMPL_min_path_cells=0
export IMPL_fin_ws_ps=2450
export IMPL_power_density_mw_per_mm2=123
export IMPL_hold_ws_ps=306
export IMPL_drc_errors=0
export IMPL_ys_ff=2114
export IMPL_crit_type="in2reg"
export IMPL_status="complete, no violations"
export IMPL_skew_ps=25.5
export IMPL_p_seq_share_pct=44.2
export IMPL_fin_setup_tns_ps=0
export IMPL_first_global_vias=44200
export IMPL_wl_per_cell_um=16.5
export IMPL_total_leakage_power_nw=39.6
export IMPL_cts_max_path_buffers=3
export IMPL_grt_max_degree=39
export IMPL_post_route_period_util_pct=88.9
export IMPL_combPwrFrac_pct=22.8
export IMPL_r2r_cells=41
export IMPL_cts_setup_buffers=0
export IMPL_antenna_found_initial=6
export IMPL_yosysWarnings=5
export IMPL_syn_avg_cell_area_um2=11.8
export IMPL_grt_pass1_wl_um=242000
export IMPL_p_switching_mw=3.16
export IMPL_cts_made_buffers=205
export IMPL_worstPathArrival_ps=20240
export IMPL_rsz0062_at_grt="no"
export IMPL_timing_critical_path_mode_cell="fa_1"
export IMPL_dieHeight_um=394
export IMPL_cp_max_fo=26
export IMPL_clockRootBuffer="clkbuf_16"
export IMPL_relSlewSlack_pct=45.9
export IMPL_detail_route_antenna_nets=0
export IMPL_port_buffers=130
export IMPL_rows=143
export IMPL_final_cell_area_mm2=0.0883
export IMPL_final_common_cell="dfxtp_1"
export IMPL_critPathCaptureType="flop"
export IMPL_clk_latency_ps=810
export IMPL_fp_dieW_um=394
export IMPL_core_mm2=0.152
export IMPL_ys_cells=6494
power groups by stage:
stage	Clock (mW)	Sequential, mW	Combinational (mW)
after CTS	3.68	4.79	2.54
after global routing	3.85	4.85	2.97
final	3.57	4.78	2.47
registers in the layout, summed over array words and instances (netlist names):
name / flops
gen_stage_logic.stage_j.a: 1
out_sign: 32
regs: 2016
r: 32
vld_dly: 33
cell type report:
type | count | area [µm²]
sequential | 2114 | 42300
tap | 2030 | 2540
clock inverter | 99 | 1270
inverter | 320 | 1200
timing repair buffer | 261 | 2280
fill | 11900 | 64000
antenna | 1 | 2.50
clock buffer | 276 | 5760
multi-input combinational | 3841 | 32900
critical path: cells and delay by family:
family | cells | cell delay [ps]
fa+ha+maj | 31 | 12860
buf+inv | 10 | 2430
compound gates | 3 | 310
simple gates | 2 | 180
cells in the mapped netlist (all sizes together) (5+ instances only):
cell type,count,area share [%]
fa,931,24
or3,11,0.096
nor2,177,0.86
xor2,30,0.34
ha,95,1.5
clkbuf,159,0.78
buf,60,0.45
o21ai,46,0.30
nor3,7,0.046
and2,30,0.24
o41ai,20,0.24
xnor2,61,0.69
mux2,102,1.5
nand3,5,0.039
nand2,2069,10
inv,320,1.6
or4,16,0.17
a21oi,197,1.3
o31ai,22,0.22
dfxtp,2114,55
path summary, 6_finish.rpt:
check                                     startpoint                   end  slack [ps]
worst max-delay path                            d[1]  regs[16][18]$_DFF_P_        2450
worst min-delay path             regs[15][8]$_DFF_P_   regs[16][8]$_DFF_P_         310
worst max register to register  regs[15][16]$_DFF_P_  regs[16][18]$_DFF_P_        7240
worst min register to register   regs[15][8]$_DFF_P_   regs[16][8]$_DFF_P_         310
per-layer routing:
layer	routed length [µm]	track usage, %	part of all wire, %	vias to the layer above
met5	13	0	0.0088	-
met4	6540	7.30	4.4	2
met3	11000	7.25	7.5	323
met2	71900	34.1	49	906
met1	57900	30.3	39	19800
li1	-	-	-	20300
kinds of logic after synthesis:
logic type	count (synthesis)	share of synthesized area [%]
buffers and inverters	539	2.79
AND-OR/OR-AND	287	2.06
XOR/XNOR	91	1.04
adder cells (fa/ha/maj)	1026	25.8
AND/OR/NAND/NOR	2331	11.7
flip-flops	2114	55.1
multiplexers	106	1.55
through the flow:
stage / utilization, % / power, mW
final: 58.0 / 10.8
after detailed placement: 53.4 / 7.39
after global placement: 53.4 / 7.32
after CTS: 58.0 / 11.0
after floorplan: - / 6.62
after global routing: 58.0 / 11.7
Power figures rest on the tool's default switching activity, not on a simulated workload.
